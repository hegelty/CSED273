[./design.v]
`timescale 1ns / 1ps
module encoder8to3(
    input [7:0] in,
    output [2:0] out
);
    assign out[2] = in[7] | in[6] | in[5] | in[4];
    assign out[1] = in[7] | in[6] | in[3] | in[2];
    assign out[0] = in[7] | in[5] | in[3] | in[1];
endmodule
module priority_encoder8to3(
    input [7:0] in,
    output [2:0] out
);
    wire h7 = 1'b0;                            
    wire h6 = in[7];
    wire h5 = in[7] | in[6];
    wire h4 = in[7] | in[6] | in[5];
    wire h3 = in[7] | in[6] | in[5] | in[4];
    wire h2 = in[7] | in[6] | in[5] | in[4] | in[3];
    wire h1 = in[7] | in[6] | in[5] | in[4] | in[3] | in[2];
    wire h0 = in[7] | in[6] | in[5] | in[4] | in[3] | in[2] | in[1];
    wire y7 = in[7] & ~h7;   
    wire y6 = in[6] & ~h6;
    wire y5 = in[5] & ~h5;
    wire y4 = in[4] & ~h4;
    wire y3 = in[3] & ~h3;
    wire y2 = in[2] & ~h2;
    wire y1 = in[1] & ~h1;
    wire y0 = in[0] & ~h0;
    encoder8to3 encoder_inst (
        .in({y7, y6, y5, y4, y3, y2, y1, y0}),
        .out(out)
    );
endmodule
[./run.sh]
#!/bin/bash
# OpenROAD 26Q1-2900-gdf79404cd8, Yosys 0.63+post, stock flow scripts
make -C /OpenROAD-flow-scripts/flow DESIGN_CONFIG=/design/flow/config.mk WORK_HOME=/design/flow/orfs finish
[./constraint.sdc]
current_design priority_encoder8to3

set clk_period 1.0
set clk_io_pct 0.2

create_clock -name clk0 -period $clk_period

set non_clock_inputs [all_inputs -no_clocks]
set_input_delay [expr $clk_period * $clk_io_pct] -clock clk0 $non_clock_inputs
set_output_delay [expr $clk_period * $clk_io_pct] -clock clk0 [all_outputs]
[./config.mk]
export PLATFORM = sky130hd
export DESIGN_NAME = priority_encoder8to3
export DESIGN_NICKNAME = priority_encoder8to3
export VERILOG_FILES = /design/flow/design.v
export SDC_FILE = /design/flow/constraint.sdc
export NUM_CORES = 4
export LEC_CHECK = 1
export CORE_AREA = 10 10 70 70
export DIE_AREA = 0 0 80 80
==> notes.md <==
The following summarizes the physical implementation.

Timing
The worst path setup slack after routing is between 70 and 80 ps. The setup total negative slack is 0 ps. The worst path in the final design needs a cycle of 929 ps, including I/O delays and setup. The final period utilization is between 90% and 100%. The relative max-transition margin is between 80% and 90%. Setup repair after global routing left no endpoint under its margin. Setup violations remaining at the end of the flow were counted as 0. Looking at the max-slew report, the worst-margin pin has a slew of between 150 and 200 ps. The count of final max-slew check failures is 0. The final hold violation count is 0. For this run, the top clock speed supported by timing is between 1000 and 1500 MHz. The tightest hold path in the finished design has a slack of 670 ps.

Logic synthesis
The post-synthesis cell area is between 40 and 50 um2. The chip area in the Yosys report is approximately 45 um2. The number of warning messages in the yosys log is 0.

The average footprint of a synthesized cell is 4.50 um2. The number of different library cells used by synthesis comes to 7. Counting every instance in the synthesized netlist gives 10.

The number of cells in the yosys synthesis report is 10. The fraction of the yosys area taken by sequential cells is 0%.

Cells and area
The final layout contains a sequential cell count of 0. The most used logic cell in the final layout is buf_2. The finished layout holds 66 standard cells, fillers aside. The sequential cells in the finished layout cover a total of 0 um2.

The post-route netlist has 50.0% of its cells at a drive strength greater than 1. The finished layout reports a core utilization of under 10%. In the layout the commonest cells are 5 x buf_2, 3 x clkbuf_2, 2 x nor2_2, 2 x nand2_1, 2 x a21oi_1.

The number of clock buffers in the layout is 0. The flow measured a signed area growth from synthesis to layout of 269%.

Floorplanning
The vertical die dimension is about 80 um. The floorplan step set the die width to approximately 80 um. The initial cell density of the core is between 1 and 1.5%. The die covers around 6400 um2. The number of rows in the core area is 21. The core region area is about 3400 um2. The floorplan report gives the top-level pin count as 11.

Global routing
The number of antenna violations at the first check in global routing came to 0. The via count of the first global-routing pass came to 98. The total overflow left after global routing is 0.

The global-route total usage across every layer is 0.924%. The global-route wire length before repair is roughly 470 um. Entering global routing, the biggest net connects 4 pins.

Placed design
The global placement routability congestion is approximately 0.76. The total half-perimeter wirelength after legalization and detailed placement is between 300 and 400 um. Counting tap cells, the placed design contains a total of 66 instances. OpenSTA, run right after detailed placement, puts the worst setup slack at -638 ps. Input and output buffers added on the ports amount to 10.

Power
The total power per unit cell area is ~220 nW/um2. Of the total power, combinational logic draws roughly 100%. The internal power is ~0.021 mW. Of the total power, registers draw 0%.

The switching portion of total power comes to between 40 and 50%. For this design the static power due to leakage is around 0.057 nW. The worst VDD IR drop from the latest analysis is 0.0149 mV. Per report_power, the clock group accounts for 0% of the total.

Per the OpenROAD power report, switching power amounts to 0.0158 mW.

Setup path
The path type of the worst setup path is input port to output port. The OpenROAD report gives the critical path a data arrival time of 730 ps. STA classifies the critical path endpoint as an output port. Looking at the critical path, the highest net fanout was 1.

The startpoint type of the worst setup path is an input port. At the worst endpoint, the required time is roughly 800 ps.

Min path
Hold analysis shows the worst path with a depth of 3. Hold analysis lists the worst path endpoint as out[0]. The startpoint of the most critical hold path is in[4].

The kind of path behind the tightest hold check is input port to output port.

Drt
For this block, the via count after detailed routing is ~110. The number of antenna repair diodes is 0. The via density per instance is 1.61. The number of remaining DRC errors is 0. The number of antenna-violating nets in the routed design is 0. The violation count after the first detailed-routing iteration is 1. The detailed-router iteration count before antenna repair is 2. The final wirelength is approximately 340 um.

Dividing the detail-routed wire length by the instance count gives about 5 um.

Clock tree
The report puts the hold buffer count at CTS at 0. The buffers inserted during post-CTS setup optimization is 0.

Flow run
Across all stage logs, warnings added up to 33. In this run the maximum-capacitance check reported violations numbering 0.

Run status
The flow ran to the end, and the final reports show no timing, DRC or antenna violations.
## critical path, stage by stage
cell and delay, ps:
clkdlybuf4s15_1 160, a21oi_1 50, o31ai_1 180, buf_2 130
## through the flow
stage,power (mW),area [um2]
6_report,0.0367,166
5_1_grt,0.0418,166
4_1_cts,0.0406,181
3_5_place_dp,0.0534,203
3_3_place_gp,0.0526,203
2_1_floorplan,0.00897,45.0
## per-layer routing
metal  vias to the layer above  share of wire (%)  GRT usage (%)
met2                         8                 36           1.36
met1                        45                 48           1.32
met4                         0                  0              0
met5                         -                  0              0
met3                         0                 16          0.341
li1                         53                  -              -
## power by group through the flow
stage	logic, mW	clock network, mW	registers (mW)
after CTS	0.0406	0	0
after global routing	0.0418	0	0
final	0.0367	0	0
## cell families after synthesis
kind of cell,share of synthesized area (%)
buffers and inverters,16.7
AND-OR/OR-AND,50.0
AND/OR/NAND/NOR,33.3
## cell usage after synthesis
cell / n / share of area (%)
clkinv_1: 1 / 8.3
nor2_1: 2 / 17
inv_1: 1 / 8.3
o31ai_1: 1 / 17
a21oi_1: 2 / 22
nand2_1: 2 / 17
o21ai_0: 1 / 11
## timing repair
action	in CTS	in global routing
resized	30	3
pin swaps	5	3
setup endpoints to repair	3	2
## layout make-up
| type | instances | area (um2) |
|---|---|---|
| Tap cell | 46 | 57.6 |
| Fill cell | 415 | 3250 |
| Multi-Input combinational cell | 8 | 42.5 |
| Timing Repair Buffer | 10 | 58.8 |
| Inverter | 2 | 7.51 |
## worst max path at each step
| stage | cells after the start | end | startpoint |
|---|---|---|---|
| 6_report | 4 | out[0] | in[1] |
| 4_1_cts | 4 | out[2] | in[7] |
| 5_1_grt | 4 | out[0] | in[1] |
Power and IR drop assume default switching activity.

$ cat flow/config.mk
export PLATFORM = sky130hd
export DESIGN_NAME = top
export DESIGN_NICKNAME = top
export VERILOG_FILES = /design/flow/design.v
export SDC_FILE = /design/flow/constraint.sdc
export NUM_CORES = 4
export LEC_CHECK = 1
export CORE_UTILIZATION = 40
export SYNTH_HDL_FRONTEND = slang
$ cat flow/constraint.sdc
current_design top

set clk_period 3.2
set clk_io_pct 0.2

create_clock -name clk0 -period $clk_period [get_ports {CLK100MHZ}]

set non_clock_inputs [all_inputs -no_clocks]
set_input_delay [expr $clk_period * $clk_io_pct] -clock clk0 $non_clock_inputs
set_output_delay [expr $clk_period * $clk_io_pct] -clock clk0 [all_outputs]
$ cat flow/design.v
module debounce #(
    parameter COUNTER_WIDTH = 20,              
    parameter DEBOUNCE_MAX  = 20'd999_999      
)(
    input  wire             clk,       
    input  wire             rst_n,     
    input  wire             btn_in,    
    output reg              btn_out    
);
    reg btn_meta, btn_sync;
    always @(posedge clk or negedge rst_n) begin
        if (!rst_n) begin
            btn_meta <= 1'b0;
            btn_sync <= 1'b0;
        end else begin
            btn_meta <= btn_in;
            btn_sync <= btn_meta;
        end
    end
    reg [COUNTER_WIDTH-1:0] cnt;
    reg                     btn_state;
    always @(posedge clk or negedge rst_n) begin
        if (!rst_n) begin
            cnt       <= {COUNTER_WIDTH{1'b0}};
            btn_state <= 1'b0;
            btn_out   <= 1'b0;
        end else begin
            if (btn_sync != btn_state) begin
                cnt <= {COUNTER_WIDTH{1'b0}};
            end else if (cnt < DEBOUNCE_MAX) begin
                cnt <= cnt + 1'b1;
            end
            if (cnt == DEBOUNCE_MAX) begin
                btn_state <= btn_sync;
                btn_out   <= btn_sync;
            end
        end
    end
endmodule
`timescale 1ns / 1ps
module edge_trigger_JK_FF(input reset_n, input j, input k, input clk, output reg q, output reg q_);  
    initial begin
      q = 0;
      q_ = ~q;
    end
    always @(negedge clk or negedge reset_n) begin
        if (!reset_n) begin
            q  <= 0;
            q_ <= 1;
        end else begin
            q  <= (j & ~q) | (~k & q);
            q_ <= ~q;
        end
    end
endmodule
module edge_trigger_D_FF(input reset_n, input d, input clk, output q, output q_);   
    wire j, k;
    assign j = d;
    assign k = ~d;
    edge_trigger_JK_FF jk_ff(reset_n, j, k, clk, q, q_);
endmodule
module edge_trigger_JK_FF_reset_as_1(input reset_n, input j, input k, input clk, output reg q, output reg q_);  
    initial begin
      q = 1;
      q_ = ~q;
    end
    always @(negedge clk or negedge reset_n) begin
        if (!reset_n) begin
            q  <= 1;
            q_ <= 0;
        end else begin
            q  <= (j & ~q) | (~k & q);
            q_ <= ~q;
        end
    end
endmodule
module edge_trigger_D_FF_reset_as_1(input reset_n, input d, input clk, output q, output q_);   
    wire j, k;
    assign j = d;
    assign k = ~d;
    edge_trigger_JK_FF_reset_as_1 jk_ff(reset_n, j, k, clk, q, q_);
endmodule
`timescale 1ns / 1ps
module game(
    input [2:0] player1,
    input [2:0] player2,
    input [2:0] player3,
    input [2:0] player4,
    input [2:0] player5,
    input [2:0] player6,
    input [5:0] player_clk,
    input reset_n,
    output [2:0] out,
    output [3:0] state_out
);
    wire [3:0] state, state_;
    wire clk;
    wire [3:0] d;
    mux8to1 mux_clk(
        .in({1'b0, player_clk, 1'b0}),
        .select(state[2:0]),
        .out(clk)
    );
    edge_trigger_D_FF ff3(reset_n, d[3], clk, state[3], state_[3]);
    edge_trigger_D_FF ff2(reset_n, d[2], clk, state[2], state_[2]);
    edge_trigger_D_FF ff1(reset_n, d[1], clk, state[1], state_[1]);
    edge_trigger_D_FF_reset_as_1 ff0(reset_n, d[0], clk, state[0], state_[0]);
    wire [3:0] player_1_next, player_2_next, player_3_next, player_4_next, player_5_next, player_6_next;
    mux4x8to4_c mux_player_1_next(
        .in_7(4'b1001),
        .in_6(4'b1001),
        .in_5(4'b0011),
        .in_4(4'b0010),
        .in_3(4'b1001),
        .in_2(4'b0110),
        .in_1(4'b0101),
        .in_0(4'b1001),
        .select(player1),
        .out(player_1_next)
    );
    mux4x8to4_c mux_player_2_next(
        .in_7(4'b1010),
        .in_6(4'b1010),
        .in_5(4'b0100),
        .in_4(4'b0011),
        .in_3(4'b1010),
        .in_2(4'b0001),
        .in_1(4'b0110),
        .in_0(4'b1010),
        .select(player2),
        .out(player_2_next)
    );
    mux4x8to4_c mux_player_3_next(
        .in_7(4'b1011),
        .in_6(4'b1011),
        .in_5(4'b0101),
        .in_4(4'b0100),
        .in_3(4'b1011),
        .in_2(4'b0010),
        .in_1(4'b0001),
        .in_0(4'b1011),
        .select(player3),
        .out(player_3_next)
    );
    mux4x8to4_c mux_player_4_next(
        .in_7(4'b1100),
        .in_6(4'b1100),
        .in_5(4'b0110),
        .in_4(4'b0101),
        .in_3(4'b1100),
        .in_2(4'b0011),
        .in_1(4'b0010),
        .in_0(4'b1100),
        .select(player4),
        .out(player_4_next)
    );
    mux4x8to4_c mux_player_5_next(
        .in_7(4'b1101),
        .in_6(4'b1101),
        .in_5(4'b0001),
        .in_4(4'b0110),
        .in_3(4'b1101),
        .in_2(4'b0100),
        .in_1(4'b0011),
        .in_0(4'b1101),
        .select(player5),
        .out(player_5_next)
    );
    mux4x8to4_c mux_player_6_next(
        .in_7(4'b1110),
        .in_6(4'b1110),
        .in_5(4'b0010),
        .in_4(4'b0001),
        .in_3(4'b1110),
        .in_2(4'b0101),
        .in_1(4'b0100),
        .in_0(4'b1110),
        .select(player6),
        .out(player_6_next)
    );
    wire [3:0] s_d;
    mux4x8to4_c mux_write_turn_out(
        .in_7(4'b0000),
        .in_6(player_6_next),
        .in_5(player_5_next),
        .in_4(player_4_next),
        .in_3(player_3_next),
        .in_2(player_2_next),
        .in_1(player_1_next),
        .in_0(4'b0000),
        .select(state),
        .out(s_d)
    );
    wire [3:0] right_d;
    mux4x2to4_c mux_right_d(
        .in_1(4'b0001),
        .in_0(s_d),
        .select(state[3]),
        .out(right_d)
    );
    assign d = right_d;
    assign state_out = state;
    mux3x2to3_c mux_out(
        .in_1(state[2:0]),
        .in_0(3'b000),
        .select(state[3]),
        .out(out)
    );
endmodule
`timescale 1ns / 1ps
module top (
    input  wire        CLK100MHZ,   
    input  wire        btnC,        
    inout  wire [7:0]  JA,          
    inout  wire [7:0]  JB,          
    inout  wire [7:0]  JC,          
    output wire [15:0] led,         
    output wire [6:0]  seg,         
    output wire [3:0]  an           
);
    wire [3:0] state;
    wire [2:0] out_code;
    assign led[15:12] = state;
    assign led[7:0] = JA;
    wire raw_clk1 = JA[3];
    wire raw_clk2 = JA[7];
    wire raw_clk3 = JB[3];
    wire raw_clk4 = JB[7];
    wire raw_clk5 = JC[3];
    wire raw_clk6 = JC[7];
    wire db_clk1, db_clk2, db_clk3, db_clk4, db_clk5, db_clk6;
    debounce #(
        .COUNTER_WIDTH(20),
        .DEBOUNCE_MAX (20'd999_999)    
    ) db1 (
        .clk    (CLK100MHZ),
        .rst_n  (~btnC),
        .btn_in (raw_clk1),
        .btn_out(db_clk1)
    );
    debounce #(
        .COUNTER_WIDTH(20),
        .DEBOUNCE_MAX (20'd999_999)
    ) db2 (
        .clk    (CLK100MHZ),
        .rst_n  (~btnC),
        .btn_in (raw_clk2),
        .btn_out(db_clk2)
    );
    debounce #(
        .COUNTER_WIDTH(20),
        .DEBOUNCE_MAX (20'd999_999)
    ) db3 (
        .clk    (CLK100MHZ),
        .rst_n  (~btnC),
        .btn_in (raw_clk3),
        .btn_out(db_clk3)
    );
    debounce #(
        .COUNTER_WIDTH(20),
        .DEBOUNCE_MAX (20'd999_999)
    ) db4 (
        .clk    (CLK100MHZ),
        .rst_n  (~btnC),
        .btn_in (raw_clk4),
        .btn_out(db_clk4)
    );
    debounce #(
        .COUNTER_WIDTH(20),
        .DEBOUNCE_MAX (20'd999_999)
    ) db5 (
        .clk    (CLK100MHZ),
        .rst_n  (~btnC),
        .btn_in (raw_clk5),
        .btn_out(db_clk5)
    );
    debounce #(
        .COUNTER_WIDTH(20),
        .DEBOUNCE_MAX (20'd999_999)
    ) db6 (
        .clk    (CLK100MHZ),
        .rst_n  (~btnC),
        .btn_in (raw_clk6),
        .btn_out(db_clk6)
    );
    wire [5:0] player_clk = { db_clk6, db_clk5, db_clk4, db_clk3, db_clk2, db_clk1 };
    wire [2:0] player1 = JA[2:0];
    wire [2:0] player2 = JA[6:4];
    wire [2:0] player3 = JB[2:0];
    wire [2:0] player4 = JB[6:4];
    wire [2:0] player5 = JC[2:0];
    wire [2:0] player6 = JC[6:4];
    game game_inst (
        .player1    (player1),
        .player2    (player2),
        .player3    (player3),
        .player4    (player4),
        .player5    (player5),
        .player6    (player6),
        .player_clk (player_clk),
        .reset_n    (~btnC),
        .out        (out_code),
        .state_out  (state)
    );
    display_segment display_inst (
        .val(out_code),
        .seg(seg),
        .an(an)
    );
endmodule
`timescale 1ns / 1ps
module mux2to1(
    input [1:0] in,
    input select,
    output out
);
    assign out = select & in[1] | ~select & in[0];
endmodule
module mux4to1(
    input [3:0] in,
    input [1:0] select,
    output out
);
    wire [1:0] in_muxed;
    mux2to1 mux1 (
        .in({in[3], in[2]}),
        .select(select[0]),
        .out(in_muxed[1])
    );
    mux2to1 mux0 (
        .in({in[1], in[0]}),
        .select(select[0]),
        .out(in_muxed[0])
    );
    mux2to1 mux_out (
        .in(in_muxed),
        .select(select[1]),
        .out(out)
    );
endmodule
module mux8to1(
    input [7:0] in,
    input [2:0] select,
    output out
);
    wire [1:0] in_muxed;
    mux4to1 mux1 (
        .in(in[7:4]),
        .select(select[1:0]),
        .out(in_muxed[1])
    );
    mux4to1 mux0 (
        .in(in[3:0]),
        .select(select[1:0]),
        .out(in_muxed[0])
    );
    mux2to1 mux_out (
        .in(in_muxed),
        .select(select[2]),
        .out(out)
    );
endmodule
module mux4x8to4(
    input [7:0] in_3,
    input [7:0] in_2,
    input [7:0] in_1,
    input [7:0] in_0,
    input [2:0] select,
    output [3:0] out
);
    mux8to1 mux3 (
        .in(in_3),
        .select(select),
        .out(out[3])
    );
    mux8to1 mux2 (
        .in(in_2),
        .select(select),
        .out(out[2])
    );
    mux8to1 mux1 (
        .in(in_1),
        .select(select),
        .out(out[1])
    );
    mux8to1 mux0 (
        .in(in_0),
        .select(select),
        .out(out[0])
    );
endmodule
module mux4x8to4_c(
    input [3:0] in_7,
    input [3:0] in_6,
    input [3:0] in_5,
    input [3:0] in_4,
    input [3:0] in_3,
    input [3:0] in_2,
    input [3:0] in_1,
    input [3:0] in_0,
    input [2:0] select,
    output [3:0] out
);
    wire [7:0] in_3_o, in_2_o, in_1_o, in_0_o;
    assign in_3_o[7] = in_7[3];
    assign in_3_o[6] = in_6[3];
    assign in_3_o[5] = in_5[3];
    assign in_3_o[4] = in_4[3];
    assign in_3_o[3] = in_3[3];
    assign in_3_o[2] = in_2[3];
    assign in_3_o[1] = in_1[3];
    assign in_3_o[0] = in_0[3];
    assign in_2_o[7] = in_7[2];
    assign in_2_o[6] = in_6[2];
    assign in_2_o[5] = in_5[2];
    assign in_2_o[4] = in_4[2];
    assign in_2_o[3] = in_3[2];
    assign in_2_o[2] = in_2[2];
    assign in_2_o[1] = in_1[2];
    assign in_2_o[0] = in_0[2];
    assign in_1_o[7] = in_7[1];
    assign in_1_o[6] = in_6[1];
    assign in_1_o[5] = in_5[1];
    assign in_1_o[4] = in_4[1];
    assign in_1_o[3] = in_3[1];
    assign in_1_o[2] = in_2[1];
    assign in_1_o[1] = in_1[1];
    assign in_1_o[0] = in_0[1];
    assign in_0_o[7] = in_7[0];
    assign in_0_o[6] = in_6[0];
    assign in_0_o[5] = in_5[0];
    assign in_0_o[4] = in_4[0];
    assign in_0_o[3] = in_3[0];
    assign in_0_o[2] = in_2[0];
    assign in_0_o[1] = in_1[0];
    assign in_0_o[0] = in_0[0];
    mux4x8to4 mux (
        .in_3(in_3_o),
        .in_2(in_2_o),
        .in_1(in_1_o),
        .in_0(in_0_o),
        .select(select),
        .out(out)
    );
endmodule
module mux4x2to4_c(
    input [3:0] in_1,
    input [3:0] in_0,
    input select,
    output [3:0] out
)
;
    wire [3:0] in_muxed;
    mux2to1 mux1 (
        .in({in_1[3], in_0[3]}),
        .select(select),
        .out(in_muxed[3])
    );
    mux2to1 mux2 (
        .in({in_1[2], in_0[2]}),
        .select(select),
        .out(in_muxed[2])
    );
    mux2to1 mux3 (
        .in({in_1[1], in_0[1]}),
        .select(select),
        .out(in_muxed[1])
    );
    mux2to1 mux4 (
        .in({in_1[0], in_0[0]}),
        .select(select),
        .out(in_muxed[0])
    );
    assign out = in_muxed;
endmodule
module mux3x2to3_c(
    input [2:0] in_1,
    input [2:0] in_0,
    input select,
    output [2:0] out
);
    wire [2:0] in_muxed;
    mux2to1 mux1 (
        .in({in_1[2], in_0[2]}),
        .select(select),
        .out(in_muxed[2])
    );
    mux2to1 mux2 (
        .in({in_1[1], in_0[1]}),
        .select(select),
        .out(in_muxed[1])
    );
    mux2to1 mux3 (
        .in({in_1[0], in_0[0]}),
        .select(select),
        .out(in_muxed[0])
    );
    assign out = in_muxed;
endmodule
module mux8x8to8_c(
    input [7:0] in_7,
    input [7:0] in_6,
    input [7:0] in_5,
    input [7:0] in_4,
    input [7:0] in_3,
    input [7:0] in_2,
    input [7:0] in_1,
    input [7:0] in_0,
    input [2:0] select,
    output [7:0] out
);
    mux4x8to4_c mux1 (
        .in_7(in_7[3:0]),
        .in_6(in_6[3:0]),
        .in_5(in_5[3:0]),
        .in_4(in_4[3:0]),
        .in_3(in_3[3:0]),
        .in_2(in_2[3:0]),
        .in_1(in_1[3:0]),
        .in_0(in_0[3:0]),
        .select(select),
        .out(out[3:0])
    );
    mux4x8to4_c mux2(
        .in_7(in_7[7:4]),
        .in_6(in_6[7:4]),
        .in_5(in_5[7:4]),
        .in_4(in_4[7:4]),
        .in_3(in_3[7:4]),
        .in_2(in_2[7:4]),
        .in_1(in_1[7:4]),
        .in_0(in_0[7:4]),
        .select(select),
        .out(out[7:4])
    );
endmodule
`timescale 1ns / 1ps
module display_segment(
    input  [2:0] val,
    output [6:0] seg,
    output [3:0] an
);
  wire [7:0] seg8;
  mux8x8to8_c mux_seg (
    .in_0(8'b11000000),
    .in_1(8'b11111001),
    .in_2(8'b10100100),
    .in_3(8'b10110000),
    .in_4(8'b10011001),
    .in_5(8'b10010010),
    .in_6(8'b10000010),
    .in_7(0),   
    .select(val),
    .out(seg8)
  );
  assign seg = seg8[6:0];
  assign an   = {1'b1, 1'b1, 1'b1, ~val[2] & ~val[1] & ~val[0]};
endmodule
$ cat flow/run.sh
#!/bin/bash
# OpenROAD 26Q1-2900-gdf79404cd8, Yosys 0.63+post, stock flow scripts
make -C /OpenROAD-flow-scripts/flow DESIGN_CONFIG=/design/flow/config.mk WORK_HOME=/design/flow/orfs finish
==> out/qor.csv <==
metric,value,unit
ctsResizeCount,0,
syn_area,8110,µm²
numCtsBuffers,17,
grt_max_degree,77,
placed_area,8470,µm²
rows,51,
htreeDepth,4,
syn_inst,860,
yosysCellCount,860,
unclocked_pins,4,
yosys.stat.seqShare,43.8,%
failing_step,global routing,
dp_worst_setup_slack,0.746,ns
synth.yosys.chip_area,8110,µm²
status,stopped before the end,
ff_type,dfrtp_1,
clockBufferDepth,2,
error,"[ERROR RSZ-0074] Failed to build tree from global routes for pin 'JC[7]' and net 'JC[7]' at grid (79350, 3450): found route to 2 pins, expected 1",
place.gp.congestion,0.849,
die_y,144,µm
syn_area_per_cell,9.43,µm²
hpwl,9.73,mm
untimed_endpoints,40,
ys_warn_count,4,
io_pins,53,
ys.flops,142,
fp-utilization,41.3,%
ctsHoldBuffers,0,
async_reset_ff_share,100,%
cts_root_buffer,clkbuf_16,
ys_types,55,
fp.dieW,144,µm
synth-edff-count,0,
cts_setup_buffers,0,
port_buffers,21,
## logic make-up after synthesis
group / Yosys count / share of synthesized area (%)
xor gates and xnor gates: 104 / 11.2
buffers and inverters: 79 / 4.94
adders and majority gates: 29 / 4.48
muxes: 25 / 3.24
DFF: 142 / 43.8
and+or+nand+nor: 372 / 23.0
other: 2 / 0.0926
AOI/OAI and AO/OA: 107 / 9.14
## metrics by stage
stage / power (mW) / cells / util (%) / hold WS, ns
CTS: 3.98 / 1139 / 46.1 / 0.225
detailed placement: 2.00 / 1107 / 43.1 / 0.335
global placement: 2.00 / 1107 / 43.1 / 0.335
floorplan: 1.95 / 865 / - / 0.331
## Yosys cell counts (3+ instances only)
master / count / share of area [%]
or4_1: 6 / 0.56
clkbuf_1: 27 / 1.3
nand3_1: 42 / 2.6
nor2_1: 133 / 6.2
buf_4: 27 / 2.5
a211oi_1: 6 / 0.56
mux2i_1: 15 / 1.9
xor2_1: 92 / 9.9
xnor2_1: 12 / 1.3
and3_1: 42 / 3.2
o31ai_1: 4 / 0.37
inv_1: 23 / 1.1
nor3b_1: 3 / 0.28
and4_1: 12 / 1.3
nor4_1: 7 / 0.54
nand2_1: 46 / 2.1
dfrtn_1: 3 / 0.93
mux2_2: 10 / 1.4
o2111ai_1: 11 / 1.2
and2_1: 7 / 0.54
dfrtp_1: 138 / 43
o21ai_0: 29 / 1.8
a31oi_1: 4 / 0.31
nor2b_1: 8 / 0.62
a221oi_1: 4 / 0.43
nor3_1: 8 / 0.49
o31a_1: 3 / 0.32
o211ai_1: 7 / 0.65
or3_1: 8 / 0.62
nand4_1: 42 / 3.2
ha_1: 29 / 4.5
a21oi_1: 20 / 1.2
Power and IR drop assume default switching activity.
